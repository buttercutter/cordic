==> flow/run.sh <==
#!/bin/bash
# OpenROAD 26Q1-2900-gdf79404cd8, Yosys 0.63+post, stock flow scripts
make -C /OpenROAD-flow-scripts/flow DESIGN_CONFIG=/design/flow/config.mk WORK_HOME=/design/flow/orfs finish
==> flow/constraint.sdc <==
current_design cordic_pipelined

set clk_period 14.0
set clk_io_pct 0.2

create_clock -name clk0 -period $clk_period [get_ports {clk}]

set non_clock_inputs [all_inputs -no_clocks]
set_input_delay [expr $clk_period * $clk_io_pct] -clock clk0 $non_clock_inputs
set_output_delay [expr $clk_period * $clk_io_pct] -clock clk0 [all_outputs]
==> flow/design.v <==
`timescale 1ns/100ps
module cordic_pipelined(clk, z0, xn, yn);
  parameter z_width = 12; 
  parameter iter_width = 17;   
  input clk;
  input signed [z_width:0] z0;
  output reg signed [iter_width:0] xn, yn;
  parameter N = 10;  
  reg [(N-1):0] d;
  wire signed [iter_width:0] x [N:0];
  wire signed [iter_width:0] y [N:0];
  wire signed [z_width:0] z [N:0];
  wire signed [z_width:0] current_angle;
  assign x[0] = 'b01_0011_0110_1110_1001;   
  assign y[0] = 0;
  assign current_angle = z0 - 'h0A0;
  always @ (current_angle, x[N], y[N]) begin
    if (((current_angle[z_width]==1) && (current_angle < 'h1A60)) || 
   	((current_angle[z_width]==0) && (current_angle > 'h05A0))) begin    
  	xn = ~( x[N]-1 );  
	yn = ~( y[N]-1 );  
    end
    else begin		 
	xn = x[N];	 
	yn = y[N];	 
    end
  end
  always @ (z0) begin
    if (((z0[z_width]==1) && (z0 < 'h1A60)) || 
   	((z0[z_width]==0) && (z0 > 'h05A0))) begin    
	if (z0[z_width] == 1) begin 			 
	    z[0] = z0 + 'hB40; 	   
	end
	else begin
	    z[0] = z0 - 'hB40;	   
	end
    end
    else begin
	z[0] = z0; 
    end
  end
  wire signed [z_width:0] arctan [(N-1):0];
  assign arctan[0] = 'b0_0010_1101_0000;  
  assign arctan[1] = 'b0_0001_1010_1001;  
  assign arctan[2] = 'b0_0000_1110_0000;  
  assign arctan[3] = 'b0_0000_0111_0010;  
  assign arctan[4] = 'b0_0000_0011_1001;  
  assign arctan[5] = 'b0_0000_0001_1100;  
  assign arctan[6] = 'b0_0000_0000_1110;  
  assign arctan[7] = 'b0_0000_0000_0111;  
  assign arctan[8] = 'b0_0000_0000_0011;  
  assign arctan[9] = 'b0_0000_0000_0001;  
  genvar i;
  generate
    for(i=0; i<N; i=i+1)
      begin: stage_generate
        cordic_stage #(.i(i)) stage_i
        (
          .clk(clk), 
          .x_i(x[i]), .x_o(x[i+1]), 
          .y_i(y[i]), .y_o(y[i+1]), 
          .z_i(z[i]), .z_o(z[i+1]),
          .arctan(arctan[i])
        );
      end
  endgenerate
endmodule
`timescale 1ns/100ps
module cordic_stage(clk, x_i, y_i, z_i, x_o, y_o, z_o, arctan);
  parameter z_width = 12; 
  parameter iter_width = 17;  	 
  parameter i=0;  		 
  input signed [z_width:0] arctan;
  input clk;
  input signed [iter_width:0] x_i, y_i;
  input signed [z_width:0] z_i;
  output [iter_width:0] x_o, y_o;
  output [z_width:0] z_o;
  reg d;
  reg signed [iter_width:0] x_o, x_next;
  reg signed [iter_width:0] y_o, y_next;
  reg signed [z_width:0] z_o, z_next;
  always @ (posedge clk)
    begin
      x_o <= x_next;
      y_o <= y_next;
      z_o <= z_next; 
    end
  always @(*)
    begin    
      d = (z_i[11] == 0) ? 0 : 1;
      if(d == 0) begin
        x_next = x_i - (y_i >>> i);
        y_next = y_i + (x_i >>> i);
        z_next = z_i - arctan;
      end
      else begin
        x_next = x_i + (y_i >>> i);
        y_next = y_i - (x_i >>> i);
        z_next = z_i + arctan;
      end
  end
endmodule
==> flow/config.mk <==
export PLATFORM = sky130hd
export DESIGN_NAME = cordic_pipelined
export DESIGN_NICKNAME = cordic_pipelined
export VERILOG_FILES = /design/flow/design.v
export SDC_FILE = /design/flow/constraint.sdc
export NUM_CORES = 4
export LEC_CHECK = 1
export CORE_UTILIZATION = 40
==> job_summary.md <==
### Metrics collected by this job

| Metric | Value |
|---|---|
| Max Root-Sink Buffers | `3` |
| Critical Path RT | `11.20 ns` |
| Fraction of the mapped netlist area in simple logic gates | `13.5%` |
| Total via count after detailed routing | `21,500` |
| Area fraction in compound gates | `17.7%` |
| Total wire length after detailed routing | `61,500 µm` |
| Source-to-sink clock delay at the later pin of the worst-skew pair | `0.58 ns` |
| Fill count | `6,895` |
| Main kind of combinational logic by area | `adder cells` |
| Buffers inserted by post-CTS timing repair | `0` |
| Growth of design area from synthesis to finish | `11.0%` |
| Vias in the first global route | `20,300` |
| Mux cell area share | `1.51%` |
| First-pass iteration count of the detailed router | `5` |
| Critical path peak fanout | `24` |
| Gp weighted congestion | `0.888` |
| Clk_skew | `0.0144 ns` |
| Fraction of post-synthesis cell area in the top cell type by area | `29.3%` |
| Crit path kind | `in2out` |
| Number of clock sinks seen by CTS | `416` |
| Cts bufs inserted | `46` |
| DRT iter0 DRCs | `915` |
| Number of distinct standard cells referenced by the synthesized netlist | `71` |
| Post-Synthesis Mean Instance Area | `8.81 µm²` |
| Clock tree from TritonCTS | `yes` |
| Number of instances resized during post-cts repair | `0` |
| Core Util at FP | `40.6%` |
| Fin. max-slew vios | `0` |
| Final sum of negative setup slack | `0 ns` |
| Type of the tightest min-delay check | `reg2reg` |
| Cell breakdown of the critical path | `clkdlybuf4s50_1, nor3_1, a21oi_1, o311a_1, o31a_1, buf_4, o21ai_0, o21ai_0, xor2_1, clkdlybuf4s50_1` |
| Final design area excluding fillers | `31,600 µm²` |
| Post-Synth XOR/XNOR Area | `15.9%` |
| RSZ-0062 raised after global routing | `false` |
| Syn Std Cell Area | `28,500 µm²` |
| Proportion of synthesized flip-flops having asynchronous set or reset | `0%` |
| Final worst path period share | `59.6%` |
| Worst path bufs/invs | `3` |
| Main area contributors | `sky130_fd_sc_hd__dfxtp_1 (29%), sky130_fd_sc_hd__ha_1 (17%), sky130_fd_sc_hd__xnor2_1 (10%)` |
| Kind of capture point of the worst setup path | `primary output` |
| Routed vias/inst | `5.04` |
| Die Span Y | `269 µm` |
| Final setup violation count | `0` |
| Proportion of layout cells with a drive suffix above 1 | `4.32%` |
| Clock slew at the register clock pins of the worst setup and hold paths | `0.06 ns` |
| Global-route wire length before repair | `103,000 µm` |
| # hold bufs at CTS | `0` |
| All-layer global routing usage | `18.0%` |
| Number of warnings in the stage logs | `37` |
| Floorplan core area | `70,100 µm²` |
| Final instance count without filler cells | `4,271` |
| Number of antenna violations at the first check in global routing | `0` |
| Worst Max-Slew Pin Slew | `0.851 ns` |
| Row count | `97` |
| Placement Cell Area | `30,000 µm²` |
| Post-layout minimum cycle time | `8.35 ns` |
| Maximum clock frequency | `120 MHz` |
| Synthesis Warnings | `17` |
| Area of the synthesized netlist per yosys stat | `28,500 µm²` |
| Cell with the largest stage delay on the worst path | `sky130_fd_sc_hd__clkdlybuf4s50_1` |
| MaxCap Viol Count | `0` |
| Critical path's top delay family | `buffers and inverters` |
| Slowest Stage Delay on Critical Path | `0.58 ns` |
| Maximum number of pins on one net before global-route repair | `40` |
| Detailed-route DRC error count | `0` |
| CTS Root Cell | `sky130_fd_sc_hd__clkbuf_16` |
| Antenna Cells | `0` |
| Main flop type after synthesis | `sky130_fd_sc_hd__dfxtp_1` |
| Clock H-tree levels | `2` |
| Cell total in the yosys stat output | `3,231` |
| Average wire length per cell after detail routing | `14.4 µm` |
| Synthesized instance count | `3,231` |
| Antenna Violating Nets Remaining | `0` |
| FA/HA/MAJ Cells, Area Fraction | `18.7%` |
| Placed Cells incl. Taps | `4,188` |
| CP arrival | `5.55 ns` |
| I/O Pins | `50` |
| Share of synthesized area occupied by flip-flops and latches | `29.3%` |
| Dpl hpwl | `49,600 µm` |
| Reg2Reg Setup Slack | `10.03 ns` |
| Largest area contributor in the synthesized netlist | `sky130_fd_sc_hd__dfxtp_1` |
| Die width | `269 µm` |
| Number of storage elements in the synthesis netlist | `416` |
| Worst-case headroom to the max-slew limit | `42.7%` |
| Final number of hold-violating endpoints | `0` |
| Total congestion overflow after global routing | `0` |
| Chip footprint | `72,200 µm²` |
| Critical Path Source Type | `input pin` |
| Outcome | `complete, no violations` |
| Count of input and output buffers | `49` |
| Post-synth EDFFs | `0` |
-- metrics by stage --
step                      hold slack [ns]  utilization, %  worst slack, ns
after floorplan                     0.310               -             6.90
after global placement              0.311            42.8             5.64
after detailed placement            0.312            42.8             5.66
after CTS                           0.326            45.0             5.65
after global routing                0.332            45.0             5.41
final                               0.323            45.0             5.65
-- area by class of cell --
class	count	area (µm²)	area share (%)
inverter	201	754	2.39
multi-input combinational	2565	19200	60.7
clock buffer	60	1250	3.97
sequential	416	8330	26.4
timing repair buffer	66	618	1.96
tap	940	1180	3.72
clock inverter	23	280	0.887
-- cells in the final DEF, fill, tap and decap left out, types with 100 or more instances in the layout --
cell / count
sky130_fd_sc_hd__a21o_1: 100
sky130_fd_sc_hd__a21oi_1: 302
sky130_fd_sc_hd__dfxtp_1: 416
sky130_fd_sc_hd__ha_1: 382
sky130_fd_sc_hd__inv_1: 201
sky130_fd_sc_hd__nand2_1: 137
sky130_fd_sc_hd__nor2_1: 294
sky130_fd_sc_hd__nor3_1: 108
sky130_fd_sc_hd__o21ai_0: 121
sky130_fd_sc_hd__xnor2_1: 338
sky130_fd_sc_hd__xor2_1: 178
-- Yosys cell counts (14+ instances only) --
cell type                  count
sky130_fd_sc_hd__a211o_1      14
sky130_fd_sc_hd__o21bai_1     54
sky130_fd_sc_hd__mux2i_1      19
sky130_fd_sc_hd__inv_1       201
sky130_fd_sc_hd__a31oi_1      32
sky130_fd_sc_hd__xor2_1      178
sky130_fd_sc_hd__and2_1       22
sky130_fd_sc_hd__a21oi_1     302
sky130_fd_sc_hd__nor2_1      294
sky130_fd_sc_hd__mux2_2       20
sky130_fd_sc_hd__clkbuf_1     32
sky130_fd_sc_hd__o21a_1       37
sky130_fd_sc_hd__o21ai_0     121
sky130_fd_sc_hd__or3_1        24
sky130_fd_sc_hd__xnor2_1     338
sky130_fd_sc_hd__a21o_1      100
sky130_fd_sc_hd__nor3_1      108
sky130_fd_sc_hd__fa_1         27
sky130_fd_sc_hd__a211oi_1     31
sky130_fd_sc_hd__nand3_1      39
sky130_fd_sc_hd__and3_1       21
sky130_fd_sc_hd__dfxtp_1     416
sky130_fd_sc_hd__nor2b_1      39
sky130_fd_sc_hd__nand2_1     137
sky130_fd_sc_hd__nand2b_1     35
sky130_fd_sc_hd__nor4_1       25
sky130_fd_sc_hd__ha_1        382
-- flip-flops by register name, summed over array words and instances (netlist names) --
name                        flops
stage_generate.stage_i.x_o    157
stage_generate.stage_i.y_o    162
stage_generate.stage_i.z_o     97
-- per-layer routing --
layer  vias up  share of wire, %  track usage, %
li1      11500                 -               -
met1      9728                48            25.7
met2       264                46            29.8
met3        78               3.3            2.41
met4         0               2.1            3.30
met5         -                 0               0
-- worst paths after layout --
path | to | start | cells past startpoint
setup / recovery | yn[17] | z0[5] | 10
hold / removal | stage_generate[2].stage_i.z_o[2]$_DFF_P_ | stage_generate[1].stage_i.z_o[2]$_DFF_P_ | 0
setup reg to reg | stage_generate[3].stage_i.y_o[17]$_DFF_P_ | stage_generate[2].stage_i.x_o[3]$_DFF_P_ | 16
hold reg to reg | stage_generate[2].stage_i.z_o[2]$_DFF_P_ | stage_generate[1].stage_i.z_o[2]$_DFF_P_ | 0
-- cells by family after synthesis --
kind of cell | Yosys count
simple gates | 804
compound gates | 795
xor+xnor | 516
flops | 416
fa+ha+maj | 409
buf+inv | 250
mux | 40
other cells | 1
